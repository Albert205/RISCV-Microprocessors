==> ./design.v <==
module DataMemory
(
    input  logic        i_Clk,
    input  logic        i_Reset,
    input  logic        i_wEnable,
    input  logic [31:0] i_Addr,
    input  logic [31:0] i_wData,
    output logic [31:0] o_rData
);
  logic [31:0] r_Data_Mem [0:255];  
    always_ff @(posedge i_Clk or negedge i_Reset)
        if(~i_Reset)
          for (int i = 0; i < 256; i++)
                r_Data_Mem[i] <= 0;          
        else if(i_wEnable)
            r_Data_Mem[i_Addr] <= i_wData;
    assign o_rData = r_Data_Mem[i_Addr];
endmodule
==> ./run.sh <==
#!/bin/bash
# OpenROAD 26Q1-2900-gdf79404cd8, Yosys 0.63+post, stock flow scripts
make -C /OpenROAD-flow-scripts/flow DESIGN_CONFIG=/design/flow/config.mk WORK_HOME=/design/flow/orfs finish
==> ./config.mk <==
export PLATFORM = sky130hd
export DESIGN_NAME = DataMemory
export DESIGN_NICKNAME = DataMemory
export VERILOG_FILES = /design/flow/design.v
export SDC_FILE = /design/flow/constraint.sdc
export NUM_CORES = 4
export LEC_CHECK = 1
export CORE_UTILIZATION = 50
==> ./constraint.sdc <==
current_design DataMemory

set clk_period 14.2
set clk_io_pct 0.2

create_clock -name clk0 -period $clk_period [get_ports {i_Clk}]

set non_clock_inputs [all_inputs -no_clocks]
set_input_delay [expr $clk_period * $clk_io_pct] -clock clk0 $non_clock_inputs
set_output_delay [expr $clk_period * $clk_io_pct] -clock clk0 [all_outputs]
==> flow_summary_export.csv <==
group,metric,value,unit
grt,grt_pass1_wl,2152000,um
cells_and_area,largest_reg_flops,8192,
drt,drt_pass1_iterations,9,
worst_setup_path,crit_path_frequent_cell,"buf_4",
worst_setup_path,critPathSlowestCell,"nor4_2",
clock_tree,cts_buffer_depth,4,
cells_and_area,syn2layout_area_growth,12.39,%
power_and_ir_drop,ir_worst_vdd,144.4,uV
final_timing,fmax,0.07760,GHz
synthesis,synth_chip_area,0.3600,mm2
placement,post-place-ws,1.832,ns
synthesis,ys_cells,26782,
power_and_ir_drop,total_power,50640,uW
worst_setup_path,worstPathCellList,"buf_2 -> buf_4 -> buf_4 -> or4b_2 -> buf_4 -> buf_4 -> nor2_2 -> buf_4 -> a22oi_1 -> nand4_1 -> or4_1 -> nor4_2 -> buf_4 -> o211ai_1 -> buf_4 -> clkdlybuf4s50_1",
final_timing,finalCriticalPeriod,12.89,ns
flow_run,tool_warnings,167,
floorplanning,fp.dieW,850.5,um
clock_tree,clkLatencyLatePin,1.24,ns
final_timing,relSlewSlack,-18.12,%
drt,post_drt_via_cell_ratio,6.920,
clock_tree,clkSinkCount,8192,
flow_run,drv_cap,3,
floorplanning,dieArea,0.7234,mm2
floorplanning,die_h,850.5,um
run_status,outcome,"complete, but fails checks",
synthesis,ys_types,73,
grt,grtUsageTotal,46.13,%
worst_setup_path,max_stage_delay,1.24,ns
final_timing,setup_slack,1.313,ns
placement,dp_cells,34940,
floorplanning,floorplan.initialDensity,50.20,%
clock_tree,hold_buffers,0,
placement,hpwl,1063000,um
worst_setup_path,r2r-start,"r_Data_Mem[118][29]$_DFFE_PN0P_",
worst_setup_path,worstPathMaxFanout,25,
cells_and_area,regMostFlops,"r_Data_Mem",
grt,antenna_found_initial,234,
synthesis,synthFlopType,"dfrtp_1",
synthesis,edf_count,0,
synthesis,ys_warn_count,2,
clock_tree,post_cts_buffers,0,
floorplanning,rows,311,
synthesis,syn_inst,26782,
grt,grt_pass1_vias,252629,
placement,gp_congestion,1.070,
hold_path,min_to,"r_Data_Mem[162][25]$_DFFE_PN0P_",
clock_tree,cts_tree,"built",
final_timing,hold_viol,0,
synthesis,syn_avg_cell_area,13.44,um2
synthesis,synth_seq_share,56.94,%
worst_setup_path,reg2reg_depth,1,
final_timing,tightest_slew,1.758,ns
drt,vias,255271,
worst_setup_path,critPathCaptureType,"output port",
drt,drc_errors,0,
run_status,violations,"capacitance limit, slew limit",
placement,portBuffers,74,
placement,dpl_cell_area,0.3754,mm2
drt,routed_wl,1586000,um
clock_tree,h-tree-depth,6,
worst_setup_path,r2r_setup_slack,13.24,ns
final_timing,fin_crit_sh,90.76,%
worst_setup_path,path_class,"input port to output port",
hold_path,min-delay-start,"r_Data_Mem[162][25]$_DFFE_PN0P_",
clock_tree,cts_buffers,861,
hold_path,hp-class,"register to register",
hold_path,whs_path_depth,1,
cells_and_area,top_regs,"r_Data_Mem (8192)",
cells_and_area,postLayoutCellArea,0.4046,mm2
clock_tree,ctsResizeCount,0,
drt,drtIter0Drc,24867,
drt,wl_per_cell,43.00,um
cells_and_area,stdcell_count,36889,
grt,grt-ovfl-total,0,
final_timing,rsz0062_at_grt,"no",
synthesis,ys_ff,8192,
worst_setup_path,worst_setup_path_start_kind,"input port",
power_and_ir_drop,power_density,125.2,mW/mm2
worst_setup_path,r2r-end,"r_Data_Mem[118][29]$_DFFE_PN0P_",
worst_setup_path,worst_ep_required_time,11.36,ns
floorplanning,ios,99,
grt,grt_max_degree,130,
power_and_ir_drop,total_leakage_power,0.1974,uW
synthesis,syn-cell-area,0.3600,mm2
cells_and_area,drive_above_1_share,42.13,%
final_timing,tns,0,ns
synthesis,async_reset_ff_share,100.0,%
worst_setup_path,arrival,10.05,ns
drt,postRouteAntennaNets,0,
clock_tree,cts_root_buffer,"clkbuf_16",
final_timing,skew,0,ns
floorplanning,coreArea,0.7172,mm2
final_timing,slew_viol_final,6,
final_timing,finalSetupViolCount,0,
clock_tree,path_clk_slew,0.06,ns
[layout make-up]
| type | count | area (um2) |
|---|---|---|
| antenna | 419 | 1049 |
| clock buffer | 1345 | 25780 |
| clock inverter | 184 | 2380 |
| fill | 56492 | 312500 |
| inverter | 35 | 131.4 |
| multi-input combinational | 15643 | 145800 |
| sequential | 8192 | 205000 |
| tap | 9546 | 11940 |
| timing repair buffer | 1525 | 12580 |
[logic make-up after synthesis]
family | after synthesis | synth area share, %
AND-OR/OR-AND | 4127 | 8.886
XOR/XNOR | 2 | 0.004866
buffers and inverters | 2947 | 3.388
flip-flops | 8192 | 56.94
multiplexers | 8197 | 25.64
AND/OR/NAND/NOR | 3317 | 5.143
[worst max-delay path by stage]
stage         start          end  slack (ns)
6_report  i_Addr[2]  o_rData[15]        1.31
5_1_grt   i_Addr[5]   o_rData[8]        1.57
4_1_cts   i_Addr[2]  o_rData[15]        1.84
[power by group]
group          internal (uW)  switching [uW]
logic                   1030            1950
clock network          13000            9750
registers              24400             521
[cell usage in the layout, fill, tap and decap left out, drive strengths merged, types with 265 or more instances in the layout]
master  count
a222oi    286
mux2     8192
dfrtp    8192
nand2     383
o22ai     353
a22oi    2288
nor2      265
nand3    1038
and3      641
a22o      336
clkbuf   1346
nand4     436
diode     419
buf      1492
[stage by stage]
step	hold slack [ns]	util (%)
after floorplan	0.4557	-
after global placement	0.4671	52.34
after detailed placement	0.4735	52.35
after CTS	0.4870	56.27
after global routing	0.4997	56.36
final	0.4851	56.42
[routing by layer]
metal | global-route usage, % | vias to the layer above | share of wire [%]
li1 | - | 100595 | -
met1 | 57.88 | 135069 | 35
met5 | 8.131 | - | 0.38
met3 | 30.69 | 4516 | 16
met4 | 29.09 | 183 | 8.3
met2 | 58.77 | 14908 | 40
[cells in the mapped netlist, types with 286 or more instances]
cell type | count | area (um2)
a222oi_1 | 286 | 2863
a22o_1 | 336 | 2943
a22oi_1 | 2287 | 17170
and3_1 | 641 | 4010
buf_1 | 628 | 2357
buf_2 | 710 | 3553
clkbuf_1 | 1523 | 5717
dfrtp_1 | 8192 | 205000
mux2_2 | 8030 | 90420
nand2_1 | 381 | 1430
nand3_1 | 1038 | 5195
nand4_1 | 435 | 2721
o22ai_1 | 353 | 2208
[worst max-delay path: cells and delay by family]
| kind | cells | cell delay (ns) |
|---|---|---|
| and+or+nand+nor | 5 | 2.92 |
| buffers and inverters | 9 | 3.60 |
| AOI/OAI and AO/OA | 2 | 0.52 |
