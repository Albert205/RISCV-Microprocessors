==> flow/design.v <==
module PCRegister
(
    input logic i_Clk,
    input logic [31:0] i_PCNext,
    input logic i_Reset,
    output logic [31:0] o_PC
);
    always_ff @(posedge i_Clk or negedge i_Reset)
        if(~i_Reset)
            o_PC <= 0;
        else
            o_PC <= i_PCNext;
endmodule
==> flow/run.sh <==
#!/bin/bash
# OpenROAD 26Q1-2900-gdf79404cd8, Yosys 0.63+post, stock flow scripts
make -C /OpenROAD-flow-scripts/flow DESIGN_CONFIG=/design/flow/config.mk WORK_HOME=/design/flow/orfs finish
==> flow/config.mk <==
export PLATFORM = sky130hd
export DESIGN_NAME = PCRegister
export DESIGN_NICKNAME = PCRegister
export VERILOG_FILES = /design/flow/design.v
export SDC_FILE = /design/flow/constraint.sdc
export NUM_CORES = 4
export LEC_CHECK = 1
export CORE_AREA = 10 10 100 100
export DIE_AREA = 0 0 110 110
==> flow/constraint.sdc <==
current_design PCRegister

set clk_period 1.0
set clk_io_pct 0.2

create_clock -name clk0 -period $clk_period [get_ports {i_Clk}]

set non_clock_inputs [all_inputs -no_clocks]
set_input_delay [expr $clk_period * $clk_io_pct] -clock clk0 $non_clock_inputs
set_output_delay [expr $clk_period * $clk_io_pct] -clock clk0 [all_outputs]
==> Changelog: implementation <==
### Implementation results

- Max Cap Viol: 0
- Clock power frac: 40.1%
- Critical Path RT: 800 ps
- Yosys cell types: 1
- Internal: 0.00213 W
- Die W: 110 um
- Synth area leader: dfrtp_1
- Clock transition at the registers of the reported paths: 60 ps
- Hold Path Class: in -> async
- Most frequent cells in the layout: 33 x buf_2, 32 x clkdlybuf4s50_1, 32 x dfrtp_1, 7 x clkbuf_8, 1 x buf_12
- Largest net degree at the start of global routing: 33
- Tcrit/Tclk final: 97.0%
- Status: finished, violations left
- Antenna fix cells: 0
- CP Launch Type: flop
- Via density: 2.70
- Worst Path Max Fanout: 1
- Max_slew headroom: 87.5%
- Ys Warns: 1
- Fin crit period: 970 ps
- Setup CP Type: reg -> out
- IO Pins: 66
- CTS buffer count: 5
- Failing checks: negative hold slack
- Logic area: 0 um^2
- Number of placement rows: 32
- CTS root buf: clkbuf_8
- Die ar.: 12100 um^2
- CP delay by family, top: flip-flops
- H-Tree Depth: 2
- Top Registers: o_PC: 32 flops
- Area grow syn2layout: 91.1%
- Worst-Margin Slew: 187 ps
- Power Dens Cells: 1730 nW/um^2
- Pleak: 0.688 nW
- First-pass GRT wire length: 3.69 mm
- Core area: 7810 um^2
- Die H: 110 um
- RSZ-0062 raised after global routing: yes
- CP Capture Type: output pin
- Yosys Instances: 32
- Post-synth area hogs: dfrtp_1 100%
- Max FFs per register: 32
- Sequential power share: 51.8%
- Top reg by flops: o_PC
- Top-area cell share: 100%
- Seq share, synth: 100%
- Post-synthesis chip area from yosys: 801 um^2
- Net switching power: 0.000518 W
- Slew Limit Fails: 0
- Tot GR Track Use: 4.03%
- Hold Slack: -134 ps
- Log Warnings: 28
- Vias in the first global route: 606
- Clk sink count: 32
- Placer congestion estimate: 0.703
- Crit-path slowest cell: dfrtp_1
- Init Core Util: 10.3%
- Switching part of the total power: 19.6%
- Number of port buffers: 65
- Final Instance Area: 1530 um^2
- Vias: 558
- Routed wire length: 2.66 mm
- Routed wire length per instance: 12.8 um
- Crit path cell chain: buf_2
- Residual DRC: 0
- Logic gate share of total power: 8.1%
- Placed cell areas: 1590 um^2
- Synthesized registers: 32
- Cells after Synth: 32
- Initial DRC count: 12
- Top cell excl fill/tap: buf_2
- Critical Path AT: 770 ps
- Slowest stage delay, CP: 380 ps
- Fmax: 1030 MHz
- CTS tree: yes
- Worst VDD drop: 358 uV
- Final setup fails: 0
- DRT antenna net count: 0
- 1st-pass router iterations: 2
- Syn Std Cell Area: 801 um^2
- Comb gates: 0
- Layout cells sized above 1: 39.0%
- Fin. Hold Viols: 32
- CTS Buffer Depth: 2
- Antenna violations before repair: 1
- WP buf/inv: 1
- Average size of a mapped cell: 25.0 um^2
- GR Overflow Total: 0
==> final timing paths <==
kind	cells past startpoint	start	slack, ps	end
max in group asynchronous	2	i_Reset	940	o_PC[16]$_DFF_PN0_
setup / recovery	1	o_PC[5]$_DFF_PN0_	30	o_PC[5]
min in group clk0	1	i_PCNext[20]	360	o_PC[20]$_DFF_PN0_
hold / removal	2	i_Reset	-130	o_PC[30]$_DFF_PN0_
==> kinds of logic after synthesis <==
group       count (synthesis)  share of synthesized area [%]
flip-flops                 32                            100
==> per-stage QoR <==
step / utilization (%) / std cells / total power, W / setup slack [ps] / TNS, ps
after global routing: 19.6 / 207 / 0.00280 / -4.36 / -4.36
after floorplan: - / 32 / 0.00138 / 488 / 0
after global placement: 20.4 / 200 / 0.00169 / -21.0 / -31.0
after CTS: 19.6 / 207 / 0.00273 / 11.7 / 0
after detailed placement: 20.4 / 200 / 0.00169 / -8.35 / -9.63
final: 19.6 / 207 / 0.00265 / 30.4 / 0
==> layer usage <==
metal  track usage [%]  wire length [um]  vias up
li1                  -                 -      240
met1              4.51               948      278
met2              6.52              1330       34
met3              2.17               307        4
met4              1.21                57        2
met5                 0                13        -
==> cells in the mapped netlist (all sizes together) <==
master / n
dfrtp: 32
==> repair_timing <==
item,CTS,global route
setup buffers,0,0
hold endpoints to repair,32,32
endpoints found under the setup margin,32,1
gates resized,98,0
==> power by group through the flow <==
stage	logic (W)	clock network, W	registers, W
finish	0.000215	0.00106	0.00137
global route	0.000236	0.00119	0.00138
CTS	0.000225	0.00113	0.00137
==> area by class of cell <==
cell class	instances	area [um^2]
well taps	102	128
fillers	845	6280
flip-flops and latches	32	801
repair buffers	66	505
clock buffers	7	96.3
Power and IR drop assume default switching activity.
